File: /design/flow/run.sh
#!/bin/bash
# OpenROAD 26Q1-2900-gdf79404cd8, Yosys 0.63+post, stock flow scripts
make -C /OpenROAD-flow-scripts/flow DESIGN_CONFIG=/design/flow/config.mk WORK_HOME=/design/flow/orfs finish
File: /design/flow/config.mk
export PLATFORM = sky130hd
export DESIGN_NAME = top
export DESIGN_NICKNAME = top
export VERILOG_FILES = /design/flow/design.v
export SDC_FILE = /design/flow/constraint.sdc
export NUM_CORES = 4
export LEC_CHECK = 1
export CORE_UTILIZATION = 30
File: /design/flow/constraint.sdc
current_design top

set clk_period 3.8
set clk_io_pct 0.2

create_clock -name clk0 -period $clk_period [get_ports {clk}]

set non_clock_inputs [all_inputs -no_clocks]
set_input_delay [expr $clk_period * $clk_io_pct] -clock clk0 $non_clock_inputs
set_output_delay [expr $clk_period * $clk_io_pct] -clock clk0 [all_outputs]
File: /design/flow/design.v
 module top
 (
    input clk,
    input [5:0] btn,
    output [5:0] led
 );
reg [19:0]  deb_cnt [5:0];
reg [5:0]   selected_led;
assign led[0] = ~selected_led[0];
assign led[1] = ~selected_led[1];
assign led[2] = ~selected_led[2];
assign led[3] = ~selected_led[3];
assign led[4] = ~selected_led[4];
assign led[5] = ~selected_led[5];
integer i;
always @(posedge clk) begin
    for (i = 0; i < 6; i = i + 1) begin
        if (!btn[i] && deb_cnt[i] < 1_000_000)
        begin
            deb_cnt[i] <= deb_cnt[i] + 1'b1;
            if (deb_cnt[i] == 999_999)
            begin
                selected_led[i] = 'b1;
            end
        end
        if (btn[i])
        begin
            deb_cnt[i] <= 0;
            selected_led[i] = 'b0;
        end
    end
end
endmodule
==> CHANGELOG.md <==
### Changed

- Worst EP required: 4130 ps
- Post-synthesis cell count: 704
- Post-CTS Setup Inserts: 0
- Post-route worst setup slack: 1427 ps
- Synth cell types: 50
- Routed len/inst: 11.61 um
- Pre-Place Util: 30.52%
- Yosys warns: 2
- Hold WC Path Type: reg -> reg
- Fillers: 1950
- WL final: 11560 um
- F_max: 421.4 MHz
- Largest net degree at the start of global routing: 32
- Syn_area_per_cell: 8.438 um2
- Remaining global-route overflow: 0
- Worst slew pin tran: 769.8 ps
- DRC viols: 0
- Flops out of synthesis: 126
- CTS-repair resized insts: 0
- HPWL after DPL: 7380 um
- RSZ-0062 raised after global routing: no
- YS chip area: 5941 um2
- N_diodes: 0
- Slew Limit Fails: 0
- Final Hold Viols: 0
- Yosys top cell by area: dfxtp_1
- Starting DRC count in detailed routing: 166
- Synth Cell Area: 5941 um2
- Area grow syn2layout: 17.94%
- Peak VDD IR: 0.0002478 V
- Comb pwr share: 2.8%
- Number of global-route vias before repair: 4417
- Yosys cell count: 704
- Int Pwr: 0.002501 W
- Buffers on Ports: 12
- Switching Fraction: 21.20%
- Routed vias: 4891
- Core area: 19460 um2
- Clock network power share: 54.0%
- Clock skew: 6.590 ps
- Chip footprint: 20370 um2
- Final Setup Violations: 0
- WP data arrival: 2710 ps
- Max-cap viol count: 0
- First drt pass iteration count: 4
- TritonCTS buffer count: 17
- Hold bufs inserted after CTS: 0
- CTS tree: built
- Post-synth EDFFs: 0
- Vias per cell: 4.911
- Min Tclk post-route: 2373 ps
- Cell area after placement: 6375 um2
- Final period util: 62.46%
- Setup tns final: 0 ps
- Pwr dens: 452.9 nW/um2
- Gpl congestion: 0.8306
- Share of layout cells above drive strength 1: 6.430%
- Sequential cell fraction of total power: 43.2%
- Die width: 142.7 um
- Power Total: 0.003174 W
- Top_reg_cell synth: dfxtp_1
- Startpoint Class: flop
- Place WS: 1190 ps
- Clk sink count: 126
- Lkg Pwr: 2.241 nW
- H-Tree Depth: 4
- Area leader share: 42.46%
- Latency at later pin: 410 ps
- Total GRT Usage: 12.05%
- Worst slew margin: 48.33%
- Reg clk slew, reported paths: 60 ps
- DIE HEIGHT: 142.7 um
- Non-Filler Cell Area, Final: 7007 um2
- Final ANT Viol Nets: 0
- First-pass GRT wire length: 20090 um
- Crit end category: flop
- Seq/Total Area, Yosys: 42.46%
- Tool warnings: 25
- Clk root buf: clkbuf_16
- Switching Power: 0.0006727 W
- Post-synth area hogs: dfxtp_1 (42%), xnor2_1 (7.7%), nor2_1 (6.3%)
- CTS Buffer Depth: 2
- Boundary Pins: 13
- Max Fanout on Critical Path: 7
- Post-synth ARST share: 0%
- FP Rows: 51
- CP Class: reg -> reg
- R2R Setup Slk: 1430 ps
- Antenna violations before repair: 0
- Outcome: complete, no violations
worst max-delay path: stages, from the launching register on:
cell and delay, ps:
dfxtp_1 430, nand4_1 240, nor3_1 630, o2111ai_1 440, or3_1 430, a21oi_1 150
routing by layer:
metal  share of wire (%)  GRT usage (%)
met1                  53          18.11
met2                  43          18.55
met3                 2.9          2.596
met4                0.89          1.415
met5                   0              0
cell usage in the layout, fill, tap and decap left out, types with 6 or more instances in the layout:
master,synthesis,layout
nand2_1,44,44
a21oi_1,26,26
inv_1,23,23
o21ai_0,22,22
nand3_1,41,41
nor2_1,99,99
and3_1,10,10
nor4_1,18,18
nor3_1,22,22
or3_1,21,21
dfxtp_1,126,126
or4_1,7,7
xnor2_1,52,52
clkbuf_16,0,17
ha_1,6,6
clkdlybuf4s50_1,0,12
buf_4,0,10
nor4b_1,7,7
xor2_1,28,28
nand4_1,39,39
and4_1,12,12
o31ai_1,9,9
per-stage QoR:
step / util (%) / instances / hold WS, ps
floorplan: - / 704 / 419.3
global placement: 32.75 / 964 / 456.4
detailed placement: 32.75 / 964 / 459.6
CTS: 36.00 / 996 / 472.5
global route: 36.00 / 996 / 500.6
finish: 36.00 / 996 / 463.5
cell usage after synthesis, drive strengths merged (2+ instances only):
library cell,instances
dfxtp,126
nor2,99
xnor2,52
nand2,44
nand3,41
nand4,39
xor2,28
a21oi,26
clkbuf,23
inv,23
nor3,22
o21ai,22
or3,21
nor4,18
and4,12
and3,10
o31ai,9
nor4b,7
or4,7
ha,6
a311oi,5
o22ai,5
a211oi,4
a31oi,4
buf,4
nand3b,4
nor3b,4
a311o,3
a41oi,3
nor2b,3
o21a,3
o311ai,3
o41ai,3
and2,2
mux2,2
nand2b,2
nor4bb,2
o31a,2
flip-flops by register name, summed over array words and instances (netlist names):
signal        flops
selected_led      6
deb_cnt         120
kinds of logic after synthesis:
group | count (synthesis) | share of synthesized area [%]
buffers and inverters | 50 | 3.222
and+or+nand+nor | 341 | 29.97
DFF | 126 | 42.46
muxes | 3 | 0.5476
AOI/OAI and AO/OA | 98 | 10.74
adders and majority gates | 6 | 1.264
xor gates and xnor gates | 80 | 11.79
worst paths after layout:
| path | from | end | depth (start not counted) |
|---|---|---|---|
| min | deb_cnt[4][19] | deb_cnt[4][19] | 2 |
| min reg2reg | deb_cnt[4][19] | deb_cnt[4][19] | 2 |
| max | deb_cnt[4][3] | deb_cnt[4][14] | 5 |
| max reg2reg | deb_cnt[4][3] | deb_cnt[4][14] | 5 |
power by group through the flow:
| stage | registers (W) | logic (W) | clock network (W) |
|---|---|---|---|
| final | 0.00137 | 0.0000900 | 0.00171 |
| after global routing | 0.00137 | 0.000106 | 0.00182 |
| after CTS | 0.00137 | 0.0000920 | 0.00176 |
layout make-up:
| class | instances | area, um2 | share of cell area, % |
|---|---|---|---|
| inverter | 23 | 86.33 | 1.232 |
| sequential | 126 | 2522 | 36.00 |
| multi-input combinational | 528 | 3239 | 46.23 |
| clock inverter | 13 | 188.9 | 2.696 |
| clock buffer | 19 | 442.9 | 6.321 |
| tap | 265 | 331.6 | 4.732 |
| timing repair buffer | 22 | 195.2 | 2.786 |
Power and IR drop assume default switching activity.
